$ cat ./config.mk
export PLATFORM = sky130hd
export DESIGN_NAME = regfile
export DESIGN_NICKNAME = regfile
export VERILOG_FILES = /design/flow/design.v
export SDC_FILE = /design/flow/constraint.sdc
export NUM_CORES = 4
export LEC_CHECK = 1
export CORE_UTILIZATION = 30
$ cat ./design.v
module regfile(q, d, rsel, wsel, we,  ck, res) ;
   output [15:0] q ;
   input [15:0]  d ;
   input [1:0] 	 rsel, wsel ;
   input 	 we, ck, res ;
   reg [15:0] 	 r0, r1, r2, r3 ;
   always @(posedge ck or negedge res)
     begin
	if(!res)
	  begin
	     {r0, r1, r2, r3} <= 64'd0 ;
	  end
	else if(!we)
	  begin
	     case(wsel)
	       2'd0: r0 <= d ;
	       2'd1: r1 <= d ;
	       2'd2: r2 <= d ;
	       2'd3: r3 <= d ;
	     endcase
	  end
     end  
   assign q = (rsel == 2'd0) ? r0 :
	      (rsel == 2'd1) ? r1 :
	      (rsel == 2'd2) ? r2 :
	      (rsel == 2'd3) ? r3 : 16'bx ;
endmodule  
$ cat ./run.sh
#!/bin/bash
# OpenROAD 26Q1-2900-gdf79404cd8, Yosys 0.63+post, stock flow scripts
make -C /OpenROAD-flow-scripts/flow DESIGN_CONFIG=/design/flow/config.mk WORK_HOME=/design/flow/orfs finish
$ cat ./constraint.sdc
current_design regfile

set clk_period 3.0
set clk_io_pct 0.2

create_clock -name clk0 -period $clk_period [get_ports {ck}]

set non_clock_inputs [all_inputs -no_clocks]
set_input_delay [expr $clk_period * $clk_io_pct] -clock clk0 $non_clock_inputs
set_output_delay [expr $clk_period * $clk_io_pct] -clock clk0 [all_outputs]
==> design notes <==
For this run, the detailed router's first-pass iteration total came to 6. The tools report the setup slack of the worst register-to-register path as 2.24 ns. For the worst vdd rail ir drop, the log shows 0.263 mV. The final antenna diode tally reported by the flow is 0.

The flow measured a signed area growth from synthesis to layout of 26.1%. The final weighted congestion recorded by global placement is 0.686. The first global-routing pass estimated 8890 um of wire. Leaving out fill and tap cells, the most frequent cells in the layout are sky130_fd_sc_hd__mux2_2 (64), sky130_fd_sc_hd__dfrtp_1 (64), sky130_fd_sc_hd__clkdlybuf4s50_1 (37). The floorplan has 34 rows.

The logs give 156 for the number of instances in the synthesized netlist and 9 for the total clock buffers created by CTS. The quantity of gates resized following cts is 0. The required time of the critical path came out at 2.40 ns. The distinct cell type count after synthesis is 10. In this run, the number of DRC markers left after iteration 0 of detailed routing was 47. OpenROAD emitted warnings numbering 25. Looking at the critical path, the highest net fanout was 16. Setup repair after global routing left no endpoint under its margin. The logs give 0.00332 mm^2 for the area after detailed placement and 317 for the number of non-filler instances in the completed layout. Startpoint of the worst setup timing path: rsel[0].

The number of global-route vias before repair was 1603; the worst max-slew margin expressed relative to the limit was 70.4%. The initial antenna violation count was 0. Setup violations remaining at the end of the flow were counted as 0. The main area contributors are sky130_fd_sc_hd__dfrtp_1 (58%), sky130_fd_sc_hd__mux2_2 (26%), sky130_fd_sc_hd__mux4_2 (13%). Die outline area: 0.00966 mm^2. The number of setup buffers added after CTS is 0. The run gives 3 as the number of H-tree levels. Summed over all routing layers, the global router reports a total usage of 12.5%. According to the timing report, the critical path is captured at q[6].

Per the detail_route report, vias per standard cell equal 4.84. Count of placed standard cells including taps: 302. The die is 98.3 um tall. Total power divided by cell area: 640 mW/mm^2.

TritonCTS built the clock tree. The maximum number of pins on one net before global-route repair is 35, and the fraction of layout instances using a drive strength above 1 is 50.2%. The tree built by TritonCTS fans out to 64 sinks. Count of synthesis-stage warnings from yosys: 1.

The end of the worst register-to-register path is r1[3]$_DFFE_PN0P_. Routed length per placed instance: 16.7 um. The fraction of the cycle the final worst path needs was 95.7%. The sequential element share of the synthesized area was 57.6%; the number of register bits inferred by synthesis was 64. Yosys reports that the leading cell type by area covers 57.6% of the netlist area. The biggest area consumer among synthesized cells is sky130_fd_sc_hd__dfrtp_1. The run gives 3340 um for the estimated wirelength of the detail-placed design. Average size of a mapped cell: 17.8 um^2.

For the number of standard cells reported by yosys, the log shows 156. For the worst reg-to-reg path, the startpoint reported by OpenROAD is r1[3]$_DFFE_PN0P_. The insertion delay to the later sink of the worst-skew pair came out at 0.32 ns. Overall die width: 98.3 um. Per the final timing report, the hold violations number 0. The total of hold buffers inserted after clock tree synthesis came out at 0. The most critical min-delay path falls under in -> async. After routing, the total negative slack on setup checks comes to 0 ns. The chip area line in the Yosys stat output reads 0.00278 mm^2. The logs give 0.00885 mm^2 for the core outline area and 2.27 ns for the worst path arrival time. The clock slew seen by the registers of the worst setup and hold paths is 0.07 ns, and the via count is 1533. The final report gives the standard cell area, fillers excluded, as 0.00351 mm^2.

The power report puts the leakage power at 1.41 nW. Per the final report, max-transition violations number 0. After global routing the overflow that remains totals 0.

With the count of unresolved DRC violations after routing at 0, the buffer levels on the longest clock path is 2. The pin slew with the least headroom to its limit was 0.444 ns. In this run the clock root is driven by a sky130_fd_sc_hd__clkbuf_8.

For this run, the top clock speed supported by timing is 348 MHz. The floorplan report gives the top-level pin count as 39. The worst setup path is of the in -> out kind. The run gives 2.87 ns for the post-layout minimum cycle time. The tools report the final worst clock skew as 0 ns. Summed over all layers, the routed wires come to 5290 um. Final hold analysis gives a worst-case slack of 0.0810 ns.

The flow ran to the end, and the final reports show no timing, DRC or antenna violations. Before placement the cells fill 31.4% of the core. The number of buffer cells added on primary ports is 38. The run gives 0 for the number of max-capacitance violations reported. STA classifies the critical path startpoint as a primary input. The worst setup path is captured at an output pin. In this run the cell area of the synthesized design comes to 0.00278 mm^2. The depth of the worst register-to-register path came out at 1. In this run the remaining antenna-violating nets after routing total 0.
[critical path: stages]
cell and delay (ns):
sky130_fd_sc_hd__clkdlybuf4s50_1 0.50, sky130_fd_sc_hd__buf_12 0.20, sky130_fd_sc_hd__mux4_2 0.54, sky130_fd_sc_hd__clkdlybuf4s50_1 0.43
[Yosys cell counts]
master	instances
sky130_fd_sc_hd__nand3b_1	1
sky130_fd_sc_hd__buf_6	2
sky130_fd_sc_hd__buf_4	2
sky130_fd_sc_hd__buf_2	3
sky130_fd_sc_hd__dfrtp_1	64
sky130_fd_sc_hd__nor3_2	1
sky130_fd_sc_hd__nor3b_2	2
sky130_fd_sc_hd__mux4_2	16
sky130_fd_sc_hd__clkbuf_1	1
sky130_fd_sc_hd__mux2_2	64
[layout make-up]
class | instances | area (um^2)
sequential | 64 | 1600
tap | 108 | 135
clock buffer | 12 | 145
timing repair buffer | 46 | 460
fill | 829 | 5340
clock inverter | 3 | 42.5
multi-input combinational | 84 | 1120
[worst min path at each step]
stage | start | slack (ns) | depth (start not counted) | endpoint
final | res | 0.08 | 1 | r1[13]$_DFFE_PN0P_
after CTS | res | 0.07 | 1 | r1[13]$_DFFE_PN0P_
after global routing | res | 0.07 | 1 | r1[13]$_DFFE_PN0P_
[routing by layer]
layer / vias up / global-route usage, % / share of wire [%]
li1: 685 / - / -
met5: - / 0 / 0
met3: 5 / 4.43 / 6.3
met1: 798 / 20.4 / 49
met4: 0 / 1.03 / 0.85
met2: 45 / 17.4 / 44
[per-stage QoR]
stage | utilization, % | total power (W) | setup slack [ns]
2_1_floorplan | - | 0.00134 | 0.880
3_3_place_gp | 37.5 | 0.00155 | 0.114
3_5_place_dp | 37.5 | 0.00156 | 0.116
4_1_cts | 39.6 | 0.00228 | 0.118
5_1_grt | 39.6 | 0.00238 | 0.0560
6_report | 39.6 | 0.00224 | 0.129
[where the power goes]
group | total (W) | switching (W) | internal (W)
Combinational | 0.000438 | 0.000119 | 0.000318
Clock | 0.000704 | 0.000303 | 0.000401
Sequential | 0.00110 | 0.0000755 | 0.00103
[logic make-up after synthesis]
logic type / after synthesis / share of synthesized area [%]
buffers and inverters: 8 / 2.02
flip-flops: 64 / 57.6
AND/OR/NAND/NOR: 4 / 1.53
multiplexers: 80 / 38.9
[sequential cells by signal, summed over array words and instances, names as in the netlist]
signal  cells
r0         16
r1         16
r2         16
r3         16
Power is estimated from default activity; no workload was simulated.
