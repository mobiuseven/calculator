File: ./config.mk
export PLATFORM = sky130hd
export DESIGN_NAME = regfile1
export DESIGN_NICKNAME = regfile1
export VERILOG_FILES = /design/flow/design.v
export SDC_FILE = /design/flow/constraint.sdc
export NUM_CORES = 4
export LEC_CHECK = 1
export CORE_UTILIZATION = 40
File: ./constraint.sdc
current_design regfile1

set clk_period 1.8
set clk_io_pct 0.2

create_clock -name clk0 -period $clk_period [get_ports {ck}]

set non_clock_inputs [all_inputs -no_clocks]
set_input_delay [expr $clk_period * $clk_io_pct] -clock clk0 $non_clock_inputs
set_output_delay [expr $clk_period * $clk_io_pct] -clock clk0 [all_outputs]
File: ./design.v
module regfile1(q, d, rsel, wsel, we,  ck, res, r_out0, r_out1, r_out2, r_out3) ;
   output [15:0] q, r_out0, r_out1, r_out2, r_out3 ;
   input [15:0]  d ;
   input [1:0] 	 rsel, wsel ;
   input 	 we, ck, res ;
   reg [15:0] r0, r1, r2, r3 ;
   always @(posedge ck or negedge res)
     begin
	if(!res)
	  begin
	     {r0, r1, r2, r3} <= 64'd0 ;
	  end
	else if(!we)
	  begin
	     case(wsel)
	       2'd0: r0 <= d ;
	       2'd1: r1 <= d ;
	       2'd2: r2 <= d ;
	       2'd3: r3 <= d ;
	     endcase
	  end
     end  
   assign q = (rsel == 2'd0) ? r0 :
	      (rsel == 2'd1) ? r1 :
	      (rsel == 2'd2) ? r2 :
	      (rsel == 2'd3) ? r3 : 16'bx ;
   assign r_out0 = r0 ;
   assign r_out1 = r1 ;
   assign r_out2 = r2 ;
   assign r_out3 = r3 ;
endmodule  
File: ./run.sh
#!/bin/bash
# OpenROAD 26Q1-2900-gdf79404cd8, Yosys 0.63+post, stock flow scripts
make -C /OpenROAD-flow-scripts/flow DESIGN_CONFIG=/design/flow/config.mk WORK_HOME=/design/flow/orfs finish
==> job_summary.md <==
### Flow metrics

| Metric | Value |
|---|---|
| Yosys cell count | about 160 |
| CTS Hold Buffers Added | 0 |
| Setup WS pre-CTS | -0.592 ns |
| Layout cells sized above 1 | 0.503 |
| Top Metal Used | met4 |
| Crit path DRT | around 1.4 ns |
| Leak | 0.00201 uW |
| Syn Std Cell Area | approximately 2800 um2 |
| Unrepaired setup endpoints after global routing | no |
| Final Hold Fails | 0 |
| Num Clock Sinks | 64 |
| Worst Tran Pin Value | about 0.23 ns |
| Filler cell count | between 400 and 500 |
| Vias in the first global route | approximately 2100 |
| Final Hold Slack | around 0.0055 ns |
| Max IR drop VDD | between 0.5 and 0.6 mV |
| FF-to-FF End | r3[11] |
| Wire length on met2 | 3240 um |
| Pre-antenna DRT Iters | 3 |
| Clock Latency Late Sink | about 0.33 ns |
| Post-synth regs | 64 |
| Worst EP arrival | 1.38 ns |
| DRC Markers | 0 |
| Max Cap Viol | 0 |
| Status | complete, no violations |
| Overall routed net length | a little over 7000 um |
| CTS H-tree depth | 3 |
| GPL Wtd Cong | 0.762 |
| Core area | about 6800 um2 |
| Die y size | between 80 and 90 um |
| OpenROAD warnings | 26 |
| Met3 Wirelength | 404 um |
| Wl on met1 | roughly 3400 um |
| Final Critical Period | around 1.7 ns |
| Synth warn | 1 |
| Cell area power density | slightly above 1000 nW/um2 |
| Initial antenna violation count | 0 |
| Min-delay worst type | in2async |
| DR iter-0 viols | 34 |
| Reg clk slew, reported paths | about 0.07 ns |
| CTS Buffer Depth | 2 |
| Comb power frac | 0.321 |
| FF-to-FF path depth | 3 |
| I/O pin total | 103 |
| Reg2reg start | r3[11] |
| Fmax | roughly 580 MHz |
| Largest net degree at the start of global routing | around 40 |
| Sw power | roughly 1000 uW |
| Hpwl dp | ~4400 um |
| Worst Clk Skew | 0 ns |
| CTS tree | built |
| Syn Area/Cell | ~18 um2 |
| Total GRT Usage | 0.217 |
| Netlist cell types | 10 |
| Setup ws final | 0.0620 ns |
| Clk root buf | clkbuf_8 |
| Pint | about 3800 uW |
| Max-slew headroom | 0.845 |
| Worst Setup End Kind | output pin |
| Cells after Synth | about 160 |
| Synthesis area per yosys | 2780 um2 |
| Vias | 2067 |
| WL per Instance | ~17 um |
| Util after Layout | 0.692 |
| Via density | 5.02 |
| IO Port Bufs | roughly 100 |
| Worst-path maximum fanout | 3 |
| Die area | approximately 7300 um2 |
| Inserted Diodes | 0 |
| Gr ovfl total | 0 |
| Final count of negative-setup-slack endpoints | 0 |
| Chip width | 85.4 um |
| Seq pwr share | 0.388 |
| Antenna Nets Post-Route | 0 |
| First-pass GRT wire length | 11300 um |
| Area growth, synth to finish | 68.2% |
| Final period util | 0.966 |
| # rows | 30 |
| Final Max Tran Viols | 0 |
| Final Power | approximately 4800 uW |
| Net Sw Frac | 0.211 |
| FP Core Util | 0.412 |
| Clock power share | 0.292 |
| Setup slack, reg-to-reg | a little over 0.8 ns |
| Total clock buffers created by CTS | 9 |
| Crit Path Category | reg2out |
| CP Launch Type | register |
| Synth Seq Share | 0.576 |
| Top cells excl fill/tap | clkdlybuf4s50_1, mux2_2, dfrtp_1 |
| Most frequent logic cell in the layout | clkdlybuf4s50_1 |
==> power groups by stage <==
| stage | Combinational, uW | Clock (uW) | Sequential [uW] |
|---|---|---|---|
| 4_1_cts | 1540 | 1440 | 1870 |
| 5_1_grt | 1670 | 1510 | 1910 |
| 6_report | 1550 | 1410 | 1870 |
==> worst max path at each step <==
stage,startpoint,endpoint,slack (ns),cells after the start
global route,r2[2],q[2],0.01,2
CTS,r3[7],q[7],0.002,2
finish,r2[2],q[2],0.06,2
==> metrics by stage <==
| stage | setup TNS, ns | instance area [um2] | cells |
|---|---|---|---|
| 2_1_floorplan | 0 | 2780 | 156 |
| 6_report | 0 | 4680 | 412 |
| 5_1_grt | 0 | 4680 | 412 |
| 4_1_cts | 0 | 4640 | 409 |
| 3_3_place_gp | -10.58 | 4010 | 343 |
| 3_5_place_dp | -11.48 | 4010 | 343 |
==> registers in the layout, summed over array words and instances, names as in the netlist <==
signal and flops:
r0 16, r1 16, r2 16, r3 16
==> cells by family after synthesis <==
| kind of cell | synth area share |
|---|---|
| buffers and inverters | 0.0202 |
| AND/OR/NAND/NOR | 0.0153 |
| multiplexers | 0.389 |
| flip-flops | 0.576 |
==> layout make-up <==
type | count | area, um2 | area share
well taps | 80 | 100 | 0.0214
clock inverters | 2 | 60.1 | 0.0128
flip-flops and latches | 64 | 1600 | 0.342
repair buffers | 168 | 1610 | 0.345
clock buffers | 14 | 173 | 0.0369
multi-input cells | 84 | 1130 | 0.242
==> routing by layer <==
metal	track usage	up-vias
li1	-	946
met3	0.0474	10
met1	0.360	1036
met5	0	-
met4	0.0273	0
met2	0.326	75
==> critical path, stage by stage, from the launching register on <==
cell and delay [ns]:
dfrtp_1 0.40, mux4_2 0.46, clkdlybuf4s15_1 0.19
==> cells in the mapped netlist, drive strengths merged <==
| cell | instances | area share |
|---|---|---|
| buf | 7 | 0.019 |
| clkbuf | 1 | 0.0013 |
| dfrtp | 64 | 0.58 |
| mux2 | 64 | 0.26 |
| mux4 | 16 | 0.13 |
| nand3b | 1 | 0.0027 |
| nor3 | 1 | 0.0036 |
| nor3b | 2 | 0.0090 |
==> what timing repair did <==
action / in CTS / in global routing
setup endpoints to repair: 16 / 13
gates resized: 30 / 13
setup buffers: 48 / 3
gates cloned: 2 / 0
Power figures rest on the tool's default switching activity, not on a simulated workload.
